==> flow/design.v <==
`timescale 1ns / 1ps
module control_decoder (
    input [31:0] instruction,
    input [5:0] func_code,
    output reg reg_dst,
    output reg alu_src,
    output reg mem_to_reg,
    output reg reg_write,
    output reg mem_read,
    output reg mem_write,
    output reg branch,
    output reg branch_not_equal,
    output reg [1:0] alu_op,
    output reg mfhi_en,
    output reg mflo_en
);
    wire [5:0] opcode;
    assign opcode = instruction[31:26];
    always @(*) begin
        mfhi_en = 0;
        mflo_en = 0;
        reg_dst     = 0;
        alu_src     = 0;
        mem_to_reg  = 0;
        reg_write   = 0;
        mem_read    = 0;
        mem_write   = 0;
        branch      = 0;
        branch_not_equal = 0;
        alu_op      = 2'b00;
        case (opcode)
            6'b000000: begin  
                case (func_code)
                    6'b011000,  
                    6'b011001,  
                    6'b011010,  
                    6'b011011:  
                        reg_write = 0;
                    6'b010000: begin
                        reg_write = 1;
                        reg_dst = 1;
                        mfhi_en = 1;
                    end
                    6'b010010: begin
                        reg_write = 1;
                        reg_dst = 1;
                        mflo_en = 1;
                    end
                    default: begin
                        reg_dst     = 1;
                        alu_src     = 0;
                        mem_to_reg  = 0;
                        reg_write   = 1;
                        mem_read    = 0;
                        mem_write   = 0;
                        branch      = 0;
                        branch_not_equal = 0;
                        alu_op      = 2'b10;
                    end
                endcase
            end
            6'b100011: begin  
                reg_dst     = 0;
                alu_src     = 1;
                mem_to_reg  = 1;
                reg_write   = 1;
                mem_read    = 1;
                mem_write   = 0;
                branch      = 0;
                branch_not_equal = 0;
                alu_op      = 2'b00;
            end
            6'b101011: begin  
                reg_dst     = 0;  
                alu_src     = 1;
                mem_to_reg  = 0;
                reg_write   = 0;
                mem_read    = 0;
                mem_write   = 1;
                branch      = 0;
                branch_not_equal = 0;
                alu_op      = 2'b00;
            end
            6'b000011: begin  
                reg_dst     = 0;  
                alu_src     = 0;
                mem_to_reg  = 0;
                reg_write   = 1;
                mem_read    = 0;
                mem_write   = 0;
                branch      = 0;
                branch_not_equal = 0;
                alu_op      = 2'b01;  
            end
            6'b000100: begin  
                reg_dst     = 0;  
                alu_src     = 0;
                mem_to_reg  = 0;
                reg_write   = 0;
                mem_read    = 0;
                mem_write   = 0;
                branch      = 1;
                branch_not_equal = 0;
                alu_op      = 2'b01;
            end
            6'b000101: begin  
                reg_dst     = 0;
                alu_src     = 0;
                mem_to_reg  = 0;
                reg_write   = 0;
                mem_read    = 0;
                mem_write   = 0;
                branch      = 0;
                branch_not_equal = 1;
                alu_op      = 2'b01;
            end
            6'b001000: begin  
                reg_dst     = 0;
                alu_src     = 1;
                mem_to_reg  = 0;
                reg_write   = 1;
                mem_read    = 0;
                mem_write   = 0;
                branch      = 0;
                branch_not_equal = 0;
                alu_op      = 2'b00;
            end
            6'b001000: begin  
                reg_dst     = 0;
                alu_src     = 1;
                mem_to_reg  = 0;
                reg_write   = 1;
                mem_read    = 0;
                mem_write   = 0;
                branch      = 0;
                branch_not_equal = 0;
                alu_op      = 2'b01;
            end
            default: begin
                reg_dst     = 0;
                alu_src     = 0;
                mem_to_reg  = 0;
                reg_write   = 0;
                mem_read    = 0;
                mem_write   = 0;
                branch      = 0;
                branch_not_equal = 0;
                alu_op      = 2'b00;
            end
        endcase
    end
endmodule
==> flow/run.sh <==
#!/bin/bash
# OpenROAD 26Q1-2900-gdf79404cd8, Yosys 0.63+post, stock flow scripts
make -C /OpenROAD-flow-scripts/flow DESIGN_CONFIG=/design/flow/config.mk WORK_HOME=/design/flow/orfs finish
==> flow/config.mk <==
export PLATFORM = sky130hd
export DESIGN_NAME = control_decoder
export DESIGN_NICKNAME = control_decoder
export VERILOG_FILES = /design/flow/design.v
export SDC_FILE = /design/flow/constraint.sdc
export NUM_CORES = 4
export LEC_CHECK = 1
export CORE_AREA = 10 10 70 70
export DIE_AREA = 0 0 80 80
==> flow/constraint.sdc <==
current_design control_decoder

set clk_period 1.3
set clk_io_pct 0.2

create_clock -name clk0 -period $clk_period

set non_clock_inputs [all_inputs -no_clocks]
set_input_delay [expr $clk_period * $clk_io_pct] -clock clk0 $non_clock_inputs
set_output_delay [expr $clk_period * $clk_io_pct] -clock clk0 [all_outputs]
==> reports/qor.txt <==
Outcome = finished with violations
Failing checks = negative setup slack
Cells after Synth = 31
Worst path cell trace = buf_8, nor3_4, nand2_2, buf_6, nor3b_2, buf_2
First-pass GRT wire length = 1940 um
RSZ-0062 raised after global routing = yes
Gate Area = 256 um2
Antenna-violating nets left = 0
Final worst-path cycle share = 1.05
Diode count = 0
Row cnt = 21
Peak supply drop = 0.0564 mV
Setup ws final = -0.0656 ns
Worst-path maximum fanout = 4
GRT Total Usage = 0.0368
Register area = 0 um2
Mean Syn Cell Area = 7.27 um2
I/O pin count = 50
Post-synth top area cell = nor4b_4
Unique cell types = 20
Die W = 80 um
Detailed Route WL = 1220 um
Pre-antenna DRT Iters = 2
DRC = 0
Layout Cells excl Fill = 114
Final Critical Period = 1.37 ns
YS warnings = 1
Sequential area share after synthesis = 0
P&R area growth vs syn = 198%
Pwr dens = 205 nW/um2
Vias = 387
Core area = 3420 um2
Number of max-cap violations = 0
Worst Hold Class = input pin to primary output
Initial antenna violation count = 0
Remaining Overflow, GRT = 0
Slew Limit Fails = 0
Slew @ Worst Pin = 0.260 ns
Vias in the first global route = 432
Fp_density = 0.0659
Largest net degree at the start of global routing = 8
Die Y = 80 um
Max Clk Rate = 732 MHz
Final GP Congestion = 0.771
Top cells, area = nor4b_4, buf_6, nor3_2
Met2 wire len = 422 um
Routed len/inst = 10.7 um
Initial DRC Count = 15
Via density = 3.39
Crit path kind = input pin to primary output
CP arrival = 1.11 ns
Yosys chip area = 225 um2
OpenROAD warning count = 60
FFs & Latches = 0
Synthesized area = 225 um2
Cts-stage hold buffer count = 0
Fillers = 380
Port Buffers = 24
Chip area = 6400 um2
M1 wire length = 599 um
Placed Area = 541 um2
Post-route cell area = 671 um2
Slew HR = 0.826
Highest Signal Layer = met3
Routed wl met3 = 201 um
HPWL Detailed = 910 um
Yosys Instances = 31
Critical Path Sink Type = primary output
Final setup viols = 4
Worst Path Required = 1.04 ns
CP Launch Type = input pin
Static Leak = 0.314 nW
Layout cells sized above 1 = 0.765
Placed Instances = 104
Area leader share = 0.106
Slowest-stage cell, CP = nor3_4
CP max stage delay = 0.27 ns
# clk buffers = 0
Final Hold Viols = 0
[per-stage QoR]
step / setup slack, ns / TNS, ns / hold slack, ns / utilization / total power, mW
2_1_floorplan: 0.193 / 0 / 0.533 / - / 0.0384
3_3_place_gp: -0.867 / -9.84 / 1.44 / 0.158 / 0.101
3_5_place_dp: -0.909 / -9.98 / 1.43 / 0.158 / 0.102
4_1_cts: -0.0598 / -0.202 / 0.763 / 0.186 / 0.125
5_1_grt: -0.148 / -0.796 / 0.786 / 0.196 / 0.150
6_report: -0.0656 / -0.226 / 0.769 / 0.196 / 0.138
[cells by family (layout without fill, tap and decap cells)]
kind of cell	Yosys count	in the layout	share of synthesized area
AOI/OAI and AO/OA	4	4	0.133
buffers and inverters	7	44	0.206
muxes	1	1	0.0444
and+or+nand+nor	19	19	0.617
[path summary, 6_finish.rpt]
path	slack, ns	startpoint	cells after the start	to
min	0.77	instruction[30]	3	alu_src
max	-0.07	instruction[29]	6	branch_not_equal
[critical path, delay by kind of cell]
kind / cells / cell delay (ns)
buffers and inverters: 3 / 0.34
AND/OR/NAND/NOR: 3 / 0.50
[power breakdown]
group / switching [mW] / internal (mW)
logic: 0.0565 / 0.0810
clock network: 0 / 0
registers: 0 / 0
[cell usage after synthesis]
library cell	number
nor3b_1	1
nor3b_2	1
nor4_1	2
mux2i_1	1
inv_1	3
nor3_2	2
buf_2	1
nand4bb_1	1
nor4b_4	1
and2_1	1
nand4_1	1
nand3_1	2
a21oi_1	1
buf_6	2
nor2_1	3
nor3_1	2
nand2_1	2
buf_4	1
a31oi_1	2
o31ai_2	1
[repair_timing]
item | CTS | global route
gates resized | 94 | 10
pin swaps | 14 | 8
endpoints found under the setup margin | 12 | 9
setup buffers | 8 | 2
[cells in the final DEF (no fill, tap or decap), drive strengths merged]
| master | Yosys | routed |
|---|---|---|
| a21oi | 1 | 1 |
| a31oi | 2 | 2 |
| and2 | 1 | 1 |
| buf | 4 | 33 |
| clkbuf | 0 | 3 |
| clkdlybuf4s50 | 0 | 1 |
| dlygate4sd2 | 0 | 4 |
| inv | 3 | 3 |
| mux2i | 1 | 1 |
| nand2 | 2 | 2 |
| nand3 | 2 | 2 |
| nand4 | 1 | 1 |
| nand4bb | 1 | 1 |
| nor2 | 3 | 3 |
| nor3 | 4 | 4 |
| nor3b | 2 | 2 |
| nor4 | 2 | 2 |
| nor4b | 1 | 1 |
| o31ai | 1 | 1 |
[layer usage]
metal / track usage / vias to the layer above
met1: 0.0516 / 170
met4: 0 / 0
met3: 0.0193 / 0
met2: 0.0514 / 25
li1: - / 192
met5: 0 / -
[cell type report]
type	instances	share of cell area
Tap cell	46	0.0858
Multi-Input combinational cell	24	0.382
Timing Repair Buffer	41	0.515
Inverter	3	0.0168
Power figures rest on the tool's default switching activity, not on a simulated workload.
