File: flow/design.v
`timescale 1ns / 1ps
module register_file(
        input clk, reg_write,
        input [4:0] read_reg1, read_reg2, write_reg,
        input [31:0] write_data,
        output [31:0] read_data1, read_data2
    );
    reg [31:0] register [31:0];
    assign read_data1 = register[read_reg1];
    assign read_data2 = register[read_reg2];
    integer i;
    initial begin
        for (i = 0; i < 32; i = i + 1) begin
            register[i] = 32'b0;   
        end
    end
    always@(posedge clk)begin
        register[0] <= 0;
        if(reg_write && write_reg != 0) begin
            register[write_reg] <= write_data;
        end
    end
endmodule
File: flow/config.mk
export PLATFORM = sky130hd
export DESIGN_NAME = register_file
export DESIGN_NICKNAME = register_file
export VERILOG_FILES = /design/flow/design.v
export SDC_FILE = /design/flow/constraint.sdc
export NUM_CORES = 4
export LEC_CHECK = 1
export CORE_UTILIZATION = 40
File: flow/run.sh
#!/bin/bash
# OpenROAD 26Q1-2900-gdf79404cd8, Yosys 0.63+post, stock flow scripts
make -C /OpenROAD-flow-scripts/flow DESIGN_CONFIG=/design/flow/config.mk WORK_HOME=/design/flow/orfs finish
File: flow/constraint.sdc
current_design register_file

set clk_period 7.3
set clk_io_pct 0.2

create_clock -name clk0 -period $clk_period [get_ports {clk}]

set non_clock_inputs [all_inputs -no_clocks]
set_input_delay [expr $clk_period * $clk_io_pct] -clock clk0 $non_clock_inputs
set_output_delay [expr $clk_period * $clk_io_pct] -clock clk0 [all_outputs]
==> flow_summary.yaml <==
# yosys + openroad results
finish:
  reg_top3: "register x1024"
  fin_area_um2: 55300
  flop_area_um2: 30400
  fill_cells: 10300
  largest_reg_flops: 1024
  layout-drive-gt1-share_pct: 9.69
  layout.area.comb_um2: 16900
  regMostFlops: "register"
  stdcell_count: 5230
  fin_util_pct: 46.1
  syn_to_final_growth_pct: 14.0
clocking:
  root_buffer: "clkbuf_16"
  cts_setup_buffers: 0
  cts_sinks: 1024
  cts.clk_slew.worst_paths_ps: 60
  cts_hold_buf: 0
  cts_tree: "yes"
  cts_max_path_buffers: 3
  cts_buffers: 104
  htreeDepth: 3
  cts_resized: 0
critical_path:
  crit_path_cell_trace: "clkdlybuf4s50_1 > nor2b_4 > buf_4 > a22o_1 > nor3_1 > a31oi_1 > nand3_1 > clkdlybuf4s50_1"
  cpPeakStageDelay_ps: 610
  crit_path_end_kind: "output port"
  critPathMostFrequentCell: "clkdlybuf4s50_1"
  critPathTopFamily: "buffers and inverters"
  startpoint: "read_reg2[2]"
  critPathBufInv: 3
  crit_path_max_fanout: 15
  path_class: "input pin to output port"
  start_kind: "input pin"
  cp.required_ps: 5840
  slowest_stage: "clkdlybuf4s50_1"
  arrival_ps: 4520
synthesis:
  top_cell_area_share_pct: 61.5
  ys_cells: 3386
  avgSynthCellArea_um2: 14.3
  synth_cell_types: 25
  yosysTopAreaCell: "edfxtp_1"
  numSynthFlops: 1024
  yosys-stat-area_um2: 48500
  synth_warnings: 1
  top_cells_by_area: "edfxtp_1, mux2i_1, a22oi_1"
  ys_seq_share_pct: 62.8
  synthCells: 3386
  synthesis.area_um2: 48500
placed_design:
  place_congestion: 0.894
  placedCellCount: 5030
  dp.final_hpwl_um: 86200
  portBuffers: 112
  dpl_cell_area_um2: 51900
hold_path:
  hp-class: "input pin to register"
  hp-start: "write_data[0]"
floorplan:
  die_w_um: 350
  core-area_um2: 120000
  fp_util_pct: 40.4
  dieArea_um2: 123000
  io_pins: 113
  die_h_um: 350
  num_rows: 127
detailed_routing:
  drc: 0
  drtIter0Drc: 2007
  wire_per_inst_um: 28.9
  antenna_left: 0
  vias_per_cell: 5.88
  drt-total-wl_um: 151000
  via_count: 30700
  dr.pass1.iters: 7
final_timing:
  layout_min_cycle_time_ps: 5980
  fmaxAchievable_ghz: 0.167
  report.final.hold_viol_count: 0
  rsz0062_at_grt: "false"
  setup_violations: 0
  finalClockPeriodUsage_pct: 81.9
  final_max_slew_viol_count: 0
  fin_tns_setup_ps: 0
  worst_slew_pin_slew_ps: 957
  max_slew_margin_pct: 36.1
run_status:
  status: "complete, no violations"
global_routing:
  grt_pass1_wl_um: 216000
  antenna_found_initial: 7
  grt_pass1_vias: 31700
  overflow: 0
  grtUsageTotal_pct: 26.5
  grt_max_degree: 82
power_and_ir_drop:
  peakVddDrop_mv: 0.171
  p_total_mw: 13.1
  power.density_nw_per_um2: 237
  leakage_nw: 20.3
run:
  drv_cap: 0
  warnings: 26
[cell usage after synthesis (all sizes together)]
| cell type | n |
|---|---|
| mux2i | 1024 |
| edfxtp | 992 |
| nand2 | 195 |
| nand3 | 194 |
| a21oi | 192 |
| a22oi | 192 |
| buf | 169 |
| a22o | 128 |
| clkbuf | 84 |
| a31oi | 64 |
| nor3 | 64 |
| nor2 | 34 |
| dfxtp | 32 |
| nand3b | 5 |
| nand2b | 4 |
| nor2b | 4 |
| or3b | 3 |
| and2 | 2 |
| or2 | 2 |
| conb | 1 |
| or3 | 1 |
[cells by family (layout without fill, tap and decap cells)]
kind of cell / after synthesis / in the layout / synth area share (%)
flops: 1024 / 1024 / 62.8
buf+inv: 253 / 449 / 3.23
simple gates: 508 / 508 / 4.74
compound gates: 576 / 576 / 8.10
mux: 1024 / 1024 / 21.1
other cells: 1 / 37 / 0.00774
[worst paths after layout]
| kind | slack [ps] | end | cells after the start |
|---|---|---|---|
| worst max-delay path | 1320 | read_data2[3] | 8 |
| worst min-delay path | 1600 | register[2][0]$_DFFE_PP_ | 2 |
[power by group]
group          switching, mW  internal [mW]
combinational          0.748          0.471
sequential            0.0309           6.52
clock                   2.26           3.05
total                   3.04           10.0
[layout make-up]
class                   instances  share of cell area (%)
flip-flops and latches       1024                    55.1
clock buffers                 140                    5.23
diodes                          5                  0.0226
well taps                    1612                    3.65
multi-input cells            2140                    30.6
repair buffers                254                    4.59
clock inverters                55                   0.874
[metrics by stage]
step / hold slack [ps] / worst slack (ps)
after floorplan: 1560 / 3320
after global placement: 2290 / 1370
after detailed placement: 2290 / 1370
after CTS: 1560 / 1370
after global routing: 1600 / 1190
final: 1600 / 1320
[metal layers]
layer | vias up | wire length [µm] | track usage, %
met5 | - | 13 | 0.824
met4 | 2 | 4370 | 6.34
met3 | 281 | 21900 | 16.2
met2 | 1617 | 69500 | 39.4
met1 | 15200 | 55100 | 33.9
li1 | 13600 | - | -
[cells in the final DEF (no fill, tap or decap), types with 15 or more instances in the layout]
cell             synthesis  routed
conb_1                   1      32
buf_4                   48     115
nor3_1                  64      64
dfxtp_1                 32      32
a22oi_1                192     192
edfxtp_1               992     992
nor2_4                   0      33
nand3_1                194     194
a31oi_1                 64      64
a21oi_1                192     192
clkbuf_16                0     107
a22o_1                 128     128
clkdlybuf4s50_1          0     110
buf_12                   0      27
clkinv_1                 0      15
nand2_1                195     193
mux2i_1               1024    1024
clkinv_2                 0      23
clkbuf_1                80      24
